<file path="design/flow/run.sh">
#!/bin/bash
# OpenROAD 26Q1-2900-gdf79404cd8, Yosys 0.63+post, stock flow scripts
make -C /OpenROAD-flow-scripts/flow DESIGN_CONFIG=/design/flow/config.mk WORK_HOME=/design/flow/orfs finish
</file>
<file path="design/flow/config.mk">
export PLATFORM = sky130hd
export DESIGN_NAME = up_counter
export DESIGN_NICKNAME = up_counter
export VERILOG_FILES = /design/flow/design.v
export SDC_FILE = /design/flow/constraint.sdc
export NUM_CORES = 4
export LEC_CHECK = 1
export CORE_AREA = 10 10 70 70
export DIE_AREA = 0 0 80 80
</file>
<file path="design/flow/constraint.sdc">
current_design up_counter

set clk_period 1.9
set clk_io_pct 0.2

create_clock -name clk0 -period $clk_period [get_ports {clk}]

set non_clock_inputs [all_inputs -no_clocks]
set_input_delay [expr $clk_period * $clk_io_pct] -clock clk0 $non_clock_inputs
set_output_delay [expr $clk_period * $clk_io_pct] -clock clk0 [all_outputs]
</file>
<file path="design/flow/design.v">
`timescale 1ns/1ps
module up_counter    (
  output reg [7:0] out,
  input enable, clk, reset,
  input [7:0] start
  );
  always_ff @(posedge clk) begin
    if (reset) begin
      out <= start;
    end else if (enable) begin
      out <= out + 1;
    end
  end
endmodule
</file>
==> results.rst <==
Synthesis and place-and-route
=============================

.. list-table::
   :header-rows: 1

   * - Metric
     - Value
   * - Maximum clock insertion buffer count
     - 2
   * - Fill count
     - 395
   * - Total of endpoints with negative setup slack in the final report
     - 0
   * - Std-Cell Core Area
     - ~3400 sq um
   * - Peak supply drop
     - 0.280 mV
   * - CP max-delay cell
     - clkdlybuf4s50_1
   * - Number of cells on the worst reg-to-reg path
     - 4
   * - Setup clock skew after layout
     - 6.54 ps
   * - Fraction of final layout cells sized beyond drive strength 1
     - 9.09%
   * - Largest incremental delay on the critical path
     - 510 ps
   * - Kind of critical path
     - reg2out
   * - Drt drc
     - 0
   * - Max-capacitance violation count
     - 0
   * - Setup TNS
     - 0 ps
   * - Highest clock frequency the design can meet
     - around 630 MHz
   * - Power density over the cells
     - 679 nW/um^2
   * - Slew at the pin closest to its max-slew limit
     - 366 ps
   * - Buffers on Ports
     - 18
   * - Setup crit end kind
     - output pin
   * - Sequential fraction of the synthesis area
     - between 50% and 60%
   * - Run status
     - finished, final reports clean
   * - Via count of the first global-routing pass
     - 416
   * - Launching point of the worst reg2reg path
     - out[0]$_DFFE_PP_
   * - Final period util
     - approximately 84%
   * - Distinct cell type count after synthesis
     - 15
   * - Largest net degree at the start of global routing
     - 11
   * - Critical path data arrival time
     - 1210 ps
   * - Number of warnings printed during yosys synthesis
     - 1
   * - First-pass GRT wire length
     - 2010 um
   * - Initial DRC count
     - 16
   * - GRT Resource Usage Total
     - approximately 4%
   * - CP delay by family, top
     - buffers and inverters
   * - Final wirelength
     - around 1200 um
   * - Horizontal die size
     - 80 um
   * - Total CTS buffers
     - 3
   * - Share of total power consumed by net switching
     - 23.9%
   * - Total power of the final layout
     - 491 uW
   * - Yosys-reported design area after synthesis
     - 463 sq um
   * - CTS tree
     - yes
   * - Fraction of power consumed by sequential logic
     - 51.2%
   * - Combined area of all synthesized cells
     - 463 sq um
   * - Detail-routed via count per cell
     - 3.64
   * - Ant diodes
     - 0
   * - Root cell of the clock tree
     - clkbuf_4
   * - Storage element area
     - 240 sq um
   * - Startpoint of the worst setup timing path
     - out[3]$_DFFE_PP_
   * - Clock latency at the later pin of the worst-skew pair
     - 250 ps
   * - R2R Setup Slk
     - approximately 480 ps
   * - Number of cell instances after yosys synthesis
     - ~45
   * - Overflow after GRT
     - 0
   * - Critical path launch point type
     - flop
   * - Setup repair after global routing missed its margin
     - false
   * - DPL Wire Length
     - between 900 and 1000 um
   * - Critical register-to-register path endpoint
     - out[6]$_DFFE_PP_
   * - Number of warnings the tools reported
     - 25
   * - Area growth from synthesis to final layout
     - 56.2%
   * - Detailed-route wire length per cell
     - 10.7 um
   * - Hold Fails Final Rpt
     - 0
   * - Number of buffers and inverters on the critical path
     - 1
   * - Largest registers
     - out (8)
   * - Number of resized instances in the post-cts repair step
     - 0
   * - Row count
     - 21
   * - Number of top-level pins
     - 19
   * - Critical path depth
     - 1
   * - Chip Footprint
     - 6400 sq um
   * - Gate Area
     - roughly 210 sq um
   * - Part of the total power dissipated in combinational logic
     - 23.4%
   * - Initial antenna violation count
     - 0
   * - Crit path capture
     - out[3]
   * - Worst hold path type
     - reg2reg
   * - Initial Util
     - a little over an eighth
   * - Required arrival time at the worst endpoint
     - 1520 ps
   * - Internal power
     - 374 uW
   * - Max FFs per register
     - 8
   * - Critical path, cell by cell
     - clkdlybuf4s50_1
   * - Total via count after detailed routing
     - 408
   * - Highest-count logic cell in the final layout
     - clkdlybuf4s50_1
   * - Net switching power
     - ~120 uW
   * - Post-route minimum period
     - around 1600 ps
   * - Hold path startpoint
     - out[0]$_DFFE_PP_
   * - Count of mapped cells out of synthesis
     - 45
   * - Post-CTS setup buffer count
     - 0
   * - 1st-pass router iterations
     - 2
   * - Max Fanout on Critical Path
     - 6
   * - Number of clock sinks seen by CTS
     - 8
   * - Most numerous logic cells after layout
     - clkdlybuf4s50_1, nand2_1, edfxtp_1
   * - Die Y-Extent
     - 80 um
   * - Final RePlAce weighted congestion
     - 0.791
   * - H-tree depth reported by CTS
     - 1
   * - Clock slew at reported path FFs
     - ~50 ps
   * - Register with the most flip-flops
     - out
   * - Clk pwr share
     - 25.4%
   * - DRT antenna net count
     - 0
   * - Syn Area/Cell
     - 10.3 sq um
   * - Number of hold buffers added after cts
     - 0
   * - Final slew viol count
     - 0
   * - Number of synthesized register bits
     - 8
   * - Total leakage power
     - 0.248 nW
   * - Worst slew margin
     - 75.6%
[cell usage after synthesis]
cell      number  area [sq um]
nand4_1        1          6.26
ha_1           1          12.5
xnor2_1        1          8.76
xor2_1         2          17.5
buf_4          2          15.0
or4_1          3          22.5
o21ai_0        3          15.0
nand3_1        5          25.0
edfxtp_1       8           240
o21ai_1        4          20.0
nor2b_1        3          18.8
or2_1          1          6.26
nand3_2        1          10.0
nand2_1        9          33.8
mux2_1         1          11.3
[worst min-delay path by stage]
| stage | end | slack [ps] | cells past startpoint |
|---|---|---|---|
| 6_report | out[0]$_DFFE_PP_ | 670 | 1 |
| 5_1_grt | out[0]$_DFFE_PP_ | 700 | 1 |
| 4_1_cts | out[0]$_DFFE_PP_ | 670 | 1 |
[power by group through the flow]
stage     Clock (mW)  Combinational (mW)  Sequential (mW)
6_report       0.125               0.115            0.251
5_1_grt        0.141               0.130            0.256
4_1_cts        0.128               0.117            0.251
[cell type report]
| cell class | instances | share of cell area, % |
|---|---|---|
| multi-input combinational | 35 | 28.7 |
| tap | 46 | 7.96 |
| sequential | 8 | 33.2 |
| timing repair buffer | 20 | 27.0 |
| clock buffer | 3 | 3.11 |
[kinds of logic after synthesis]
group                      share of synthesized area (%)
buffers and inverters                               3.24
muxes                                               2.43
DFF                                                 51.9
xor gates and xnor gates                            5.68
AOI/OAI and AO/OA                                   7.57
and+or+nand+nor                                     26.5
adders and majority gates                           2.70
[routing by layer]
layer | part of all wire (%) | vias to the layer above | GRT usage, %
li1 | - | 208 | -
met3 | 8.4 | 0 | 2.27
met4 | 0 | 0 | 0.176
met2 | 42 | 15 | 5.46
met5 | 0 | - | 0
met1 | 50 | 185 | 5.63
[through the flow]
stage / area, sq um / cells / utilization (%) / worst slack (ps) / hold slack (ps)
after floorplan: 463 / 45 / - / 608 / 565
after global placement: 701 / 109 / 20.5 / 188 / 659
after detailed placement: 701 / 109 / 20.5 / 147 / 653
after CTS: 723 / 112 / 21.2 / 295 / 668
after global routing: 723 / 112 / 21.2 / 233 / 702
final: 723 / 112 / 21.2 / 309 / 666
Power and IR drop assume default switching activity.
